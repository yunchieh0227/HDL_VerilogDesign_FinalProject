$ cat design/flow/run.sh
#!/bin/bash
# OpenROAD 26Q1-2900-gdf79404cd8, Yosys 0.63+post, stock flow scripts
make -C /OpenROAD-flow-scripts/flow DESIGN_CONFIG=/design/flow/config.mk WORK_HOME=/design/flow/orfs finish
$ cat design/flow/config.mk
export PLATFORM = sky130hd
export DESIGN_NAME = score
export DESIGN_NICKNAME = score
export VERILOG_FILES = /design/flow/design.v
export SDC_FILE = /design/flow/constraint.sdc
export NUM_CORES = 4
export LEC_CHECK = 1
export CORE_AREA = 10 10 70 70
export DIE_AREA = 0 0 80 80
$ cat design/flow/constraint.sdc
current_design score

set clk_period 3.2
set clk_io_pct 0.2

create_clock -name clk0 -period $clk_period [get_ports {goal}]

set non_clock_inputs [all_inputs -no_clocks]
set_input_delay [expr $clk_period * $clk_io_pct] -clock clk0 $non_clock_inputs
set_output_delay [expr $clk_period * $clk_io_pct] -clock clk0 [all_outputs]
$ cat design/flow/design.v
module score(goal,total_reset,current_score1,current_score2,current_player,finish);
output [3:0] current_score1;
output [3:0] current_score2;
input goal,total_reset;
output [1:0]finish;
input[3:0] current_player;
reg [3:0]current_score1;
reg [3:0]current_score2;
reg [1:0]finish;
always@(posedge goal or negedge total_reset)
begin
	if(!total_reset)
	begin
		current_score1<=0;
		current_score2<=0;
		finish=0;
	end
	else if(current_player==0)
    begin
        current_score1=current_score1+4'd1;
        if(current_score1==4'd5)
        begin
            finish=1;
				current_score1<=0;
				current_score2<=0;
        end
        else
            finish=0;
    end
    else
    begin
        current_score2=current_score2+4'd1;
        if(current_score2==4'd5)
        begin
            finish=2'd2;
				current_score1<=0;
				current_score2<=0;
        end
        else
            finish=0;
    end
end
endmodule
==> results.yml <==
# generated from flow reports
die:
  std_cell_rows: 21
  die_w_um: 80
  core_area_um2: 3420
  die_y_um: 80
  floorplan.core_util_pct: 18.4
  die_area_um2: 6400
  io_pins: 16
timing:
  relSlewSlack_pct: 49.5
  setup_tns_ns: 0
  finalHoldViolCount: 0
  clock.fmax_mhz: 530
  fin_crit_sh_pct: 59.0
  setup_viol: 0
  slew_viol_final: 0
  final.min_clock_period_ns: 1.89
  tightest_slew_ns: 0.755
  rsz0062_at_grt: "false"
  finalClockSkew_ns: 0.00199
synthesis:
  ys.flops: 10
  netlist_area_um2: 627
  xor_area_share_pct: 5.59
  syn_inst: 65
  syn_area_per_cell_um2: 9.64
  aoi_share_pct: 19.0
  yosys_warnings: 1
  ys_area_um2: 627
  synth.mux.area_fraction_pct: 0
  synthSimpleGateAreaFrac_pct: 23.4
  ys_types: 24
  ys_cells: 65
  synth-adder-area-share_pct: 7.98
  ys_seq_share_pct: 39.9
  top_logic_kind: "simple AND/OR/NAND/NOR gates"
worst_setup_path:
  startpoint_type: "flop"
  cp_cell_sequence: "clkdlybuf4s50_1"
  crit_required_ns: 2.56
  cpPeakStageDelay_ns: 0.52
  criticalPathCategory: "reg -> out"
  cp_max_fo: 7
  crit_slowest_cell: "clkdlybuf4s50_1"
  worst_setup_path_end_kind: "primary output"
  crit_arrival_ns: 1.25
  crit_family: "buffers and inverters"
  worst-path-buf-inv: 1
clocking:
  clkSlewWorstSetupHoldPaths_ns: 0.06
  clock-sinks: 10
  ctsResizeCount: 0
  insertion_delay_ns: 0.26
  hold_buffers: 0
  cts_tree: "done"
  clk_path_buf_depth: 2
  post_cts_buffers: 0
  root_buffer: "clkbuf_4"
  h-tree-depth: 1
  cts_buffers: 3
layout:
  fill_cells: 374
  syn2layout_area_growth_pct: 37.1
  drive_gt1_share_pct: 10.8
  fin_util_pct: 25.2
  layout_top_cells: "nand2_1 (15), clkdlybuf4s50_1 (15), dfrtp_1 (10)"
global_routing:
  overflow: 0
  grt_start_max_net_pins: 11
  groute.usage.overall_pct: 4.30
  first_global_vias: 470
  grt_antenna_before_repair: 0
  grt_pass1_wl_um: 2260
drt:
  drc: 0
  drtIter0Drc: 4
  vias: 499
  wl_per_cell_um: 10.7
  antenna_cells: 0
  ant_nets: 0
  dr.pass1.iters: 3
  vias_per_cell: 3.87
  routed_wirelength_um: 1380
placed_design:
  routabilityCongestion: 0.798
  io_buffer_count: 15
  hpwlAfterDp_um: 1110
pwr:
  p_per_area_nw_per_um2: 791
  vdd_drop_max_mv: 0.485
  leakage_nw: 0.334
min_path:
  hold_class: "reg -> reg"
job:
  cap_violations: 0
  warning_count: 27
status:
  outcome: "complete, no violations"
final timing paths:
kind,slack (ns),startpoint,depth (start not counted),end
setup / recovery,1.31,current_score1[3],1,current_score1[3]
hold / removal,0.62,current_score2[2],2,current_score2[2]
setup reg to reg,1.37,current_score1[0],5,current_score2[3]
hold reg to reg,0.62,current_score2[2],2,current_score2[2]
max in group asynchronous,2.20,total_reset,1,current_score2[1]
min in group asynchronous,0.69,total_reset,1,current_score1[3]
routing by layer:
metal	up-vias	wire length, um	global-route usage (%)
li1	269	-	-
met1	220	691	5.59
met2	8	614	6.66
met3	2	62	2.05
met4	0	7	0.176
met5	-	0	0
tightest hold or removal path: stages, from the launching register on:
cell and delay, ns:
dfrtp_1 0.44, nand2_1 0.08, o21ai_0 0.07
sequential cells by signal (all words and copies together), names as in the netlist:
| signal | cells |
|---|---|
| current_score2 | 4 |
| finish | 2 |
| current_score1 | 4 |
power breakdown:
| group | leakage (nW) | total (mW) | internal, mW | switching [mW] |
|---|---|---|---|---|
| combinational | 0.184 | 0.329 | 0.187 | 0.142 |
| sequential | 0.130 | 0.242 | 0.174 | 0.0683 |
| clock | 0.0210 | 0.109 | 0.0690 | 0.0402 |
kinds of logic (layout without fill, tap and decap cells):
logic type | count (synthesis) | in the layout
and+or+nand+nor | 28 | 28
buffers and inverters | 5 | 23
AOI/OAI and AO/OA | 14 | 14
xor gates and xnor gates | 4 | 4
adders and majority gates | 4 | 4
DFF | 10 | 10
final cells by class:
class	count	area, um^2	share of cell area, %
clock buffers	4	36.3	4.22
inverters	4	15.0	1.75
multi-input cells	50	350	40.8
flip-flops and latches	10	250	29.1
well taps	46	57.6	6.70
repair buffers	15	150	17.5
synthesized netlist by cell type (all sizes together):
master  number  area share, %
and2         2            2.2
ha           4            8.0
o31ai        3            5.8
a221o        1            1.6
xnor2        2            2.8
o32ai        2            4.0
a21oi        1           0.80
o21a         1            1.2
inv          4            2.4
o21ai        2            1.6
buf          1            1.8
xor2         2            2.8
nor4         1            2.0
dfrtp       10             40
nand3        3            2.4
o22ai        4            4.0
nand2b       3            3.0
or4          1            1.8
nand2       15            9.0
nor2         1           0.60
nand3b       2            2.4
through the flow:
step                hold slack, ns  setup slack, ns  power (mW)  cells  area, um^2
global placement             0.616             1.08       0.574    125         823
detailed placement           0.621             1.04       0.580    125         823
global route                 0.684             1.15       0.749    129         860
finish                       0.625             1.31       0.680    129         860
floorplan                    0.344             1.58       0.427     65         627
CTS                          0.629             1.29       0.694    129         860
Power is estimated from default activity; no workload was simulated.
